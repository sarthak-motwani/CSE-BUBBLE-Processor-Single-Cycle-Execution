==> design/flow/design.v <==
module ALUControl (ALUOp, FuncCode, ALUCtl);
	input [1:0] ALUOp;
	input [5:0] FuncCode;
	output reg [3:0] ALUCtl;
	always @(ALUOp, FuncCode) begin
	if(ALUOp == 0)
		ALUCtl <= 2;    
	else if(ALUOp == 1)
		ALUCtl <= 6;		
	else if(ALUOp == 3)
		ALUCtl <= 13;		
	else
		case(FuncCode)
			32: ALUCtl <= 2;
			34: ALUCtl <= 6; 	
			36: ALUCtl <= 0; 
			37: ALUCtl <= 1; 	
			39: ALUCtl <= 12;
			42: ALUCtl <= 7; 
			default: ALUCtl <= 15; 
		endcase
	end
endmodule
==> design/flow/run.sh <==
#!/bin/bash
# OpenROAD 26Q1-2900-gdf79404cd8, Yosys 0.63+post, stock flow scripts
make -C /OpenROAD-flow-scripts/flow DESIGN_CONFIG=/design/flow/config.mk WORK_HOME=/design/flow/orfs finish
==> design/flow/config.mk <==
export PLATFORM = sky130hd
export DESIGN_NAME = ALUControl
export DESIGN_NICKNAME = ALUControl
export VERILOG_FILES = /design/flow/design.v
export SDC_FILE = /design/flow/constraint.sdc
export NUM_CORES = 4
export LEC_CHECK = 1
export CORE_AREA = 10 10 70 70
export DIE_AREA = 0 0 80 80
==> design/flow/constraint.sdc <==
current_design ALUControl

set clk_period 1.7
set clk_io_pct 0.2

create_clock -name clk0 -period $clk_period

set non_clock_inputs [all_inputs -no_clocks]
set_input_delay [expr $clk_period * $clk_io_pct] -clock clk0 $non_clock_inputs
set_output_delay [expr $clk_period * $clk_io_pct] -clock clk0 [all_outputs]
==> metrics.csv <==
stage;metric;value;unit
status;status;complete, no violations;
cells_and_area;post-route-util;0.114;
global_route;first_global_vias;242;
detailed_routing;dr.pass1.iters;2;
yosys;ys_top_logic_family;simple AND/OR/NAND/NOR gates;
cts;cts_hold_buf;0;
cells_and_area;seq_area;0;um2
critical_path;worstPathCellList;buf_6 -> nand2b_4 -> a2111oi_4 -> buf_4 -> a31oi_4 -> buf_2;
detailed_routing;vias;231;
critical_path;max_stage_delay;0.32;ns
job;drv_cap;0;
timing;setup_tns;0;ns
cells_and_area;drive_gt1_frac;0.605;
yosys;top_cells_by_area;a2111oi_4 (17%), a31oi_1 (12%), and4bb_1 (7.9%);
timing;finalSetupViolations;0;
cells_and_area;flops;0;
global_route;antenna_found_initial;0;
placed_design;gp_congestion;0.788;
floorplan;fp.dieH;80;um
cells_and_area;logic_area;198;um2
global_route;grt_pass1_wl;1.12;mm
floorplan;fp_util;0.0462;
timing;rsz0062_at_grt;false;
yosys;synth_area;158;um2
timing;tightest_slew;0.344;ns
power;ir_worst_vdd;0.0289;mV
hold_path;worstHoldPathCells;5;
floorplan;rows;21;
detailed_routing;post_drt_wl_per_cell;8.20;um
critical_path;cp_max_fo;3;
timing;period_used_share;0.955;
floorplan;coreArea;3420;um2
yosys;syn_avg_cell_area;7.51;um2
timing;slew_violations;0;
critical_path;path_class;input pin to output port;
yosys;top_area_frac;0.175;
yosys;synth_warnings;1;
detailed_routing;drc;0;
cells_and_area;fill_cells;396;
yosys;synth_seq_share;0;
placed_design;place_ws;-0.581;ns
timing;layout_setup_ws;0.0759;ns
floorplan;boundaryPins;12;
yosys;ys_sh_aoi;0.437;
detailed_routing;viasPerCell;2.75;
critical_path;crit_path_start_kind;input pin;
yosys;synth.largest_area_cell;a2111oi_4;
critical_path;critPathBufInv;3;
critical_path;arrival;1.28;ns
hold_path;hold_path_end;ALUCtl[3];
critical_path;critPathSlowestCell;a2111oi_4;
timing;layout_min_cycle_time;1.62;ns
detailed_routing;ant_nets;0;
critical_path;required;1.36;ns
yosys;top_cell;a31oi_1;
job;openroad.warnings;32;
timing;max_freq;0.616;GHz
timing;maxSlewHeadroom;0.769;
yosys;synthCells;21;
cells_and_area;syn2layout_area_growth;147;%
critical_path;crit_family;buffers and inverters;
detailed_routing;drt-initial-drc-count;3;
global_route;grt_usage;0.0212;
yosys;adder_share;0;
critical_path;end_kind;output port;
hold_path;hold_class;input pin to output port;
power;cellPowerDensity;178;nW/um2
yosys;top_cells_by_count;a31oi_1 (3), nor2_1 (2), nor2b_1 (2), o21ai_1 (2);
yosys;mux_share;0;
placed_design;port-buffer-count;12;
yosys;xor_share;0;
cells_and_area;num-clock-buffers;0;
global_route;grt_overflow;0;
power;p_leak;0.152;nW
global_route;grt_max_degree;7;
yosys;synth_cell_types;16;
detailed_routing;n_antenna_cell;0;
hold_path;holdCritStartpoint;FuncCode[4];
floorplan;chipArea;6400;um2
yosys;ys_cells;21;
yosys;yosys_area;158;um2
detailed_routing;wl;689;um
floorplan;fp.dieW;80;um
timing;hold_violations;0;
yosys;simple_gate_share;0.516;
timing;whs;1.05;ns
## through the flow
step	area [um2]	total power, mW	std cells
3_5_place_dp	350	0.0633	81
5_1_grt	389	0.0766	84
4_1_cts	374	0.0644	84
3_3_place_gp	350	0.0609	81
2_1_floorplan	158	0.0188	21
6_report	389	0.0693	84
## cells by family after synthesis
kind of cell           count (synthesis)
AND-OR/OR-AND                          8
buffers and inverters                  2
AND/OR/NAND/NOR                       11
## routing by layer
layer	global-route usage	vias up	part of all wire
met5	0	-	0
met4	0	0	0
met3	0.0182	0	0.24
li1	-	117	-
met2	0.0289	12	0.29
met1	0.0264	102	0.47
## worst max path at each step
stage                to  cells past startpoint  slack, ns   startpoint
CTS           ALUCtl[2]                      6       0.03  FuncCode[0]
global route  ALUCtl[2]                      6       0.01  FuncCode[4]
finish        ALUCtl[2]                      6       0.08  FuncCode[4]
## area by class of cell
class,instances,share of cell area
multi-input cells,19,0.508
repair buffers,17,0.325
well taps,46,0.148
inverters,2,0.0193
## cells in the final DEF, fill, tap and decap left out, drive strengths merged, types with 2 or more instances in the layout
cell type / count
nor2: 2
nor2b: 2
and4bb: 2
o21ai: 3
inv: 2
buf: 13
clkbuf: 2
a31oi: 3
## tightest hold or removal path, cell delays in order
cell	delay [ns]
buf_6	0.08
nor2b_4	0.03
nand3_1	0.08
a31oi_1	0.07
buf_2	0.11
## where the power goes
part / total, mW / switching (mW) / leakage [nW] / internal, mW
Clock: 0 / 0 / 0 / 0
Sequential: 0 / 0 / 0 / 0
Combinational: 0.0693 / 0.0299 / 0.152 / 0.0394
## timing repair
action,CTS,global route
resized,41,13
cloned,0,0
setup endpoints to repair,4,3
setup buffers,3,0
pin swaps,6,2
Power figures rest on the tool's default switching activity, not on a simulated workload.
